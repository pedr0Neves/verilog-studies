==> flow/run.sh <==
#!/bin/bash
# OpenROAD 26Q1-2900-gdf79404cd8, Yosys 0.63+post, stock flow scripts
make -C /OpenROAD-flow-scripts/flow DESIGN_CONFIG=/design/flow/config.mk WORK_HOME=/design/flow/orfs finish
==> flow/config.mk <==
export PLATFORM = sky130hd
export DESIGN_NAME = register_file
export DESIGN_NICKNAME = register_file
export VERILOG_FILES = /design/flow/design.v
export SDC_FILE = /design/flow/constraint.sdc
export NUM_CORES = 4
export LEC_CHECK = 1
export CORE_UTILIZATION = 40
==> flow/constraint.sdc <==
current_design register_file

set clk_period 1.5
set clk_io_pct 0.2

create_clock -name clk0 -period $clk_period [get_ports {clk}]

set non_clock_inputs [all_inputs -no_clocks]
set_input_delay [expr $clk_period * $clk_io_pct] -clock clk0 $non_clock_inputs
set_output_delay [expr $clk_period * $clk_io_pct] -clock clk0 [all_outputs]
==> flow/design.v <==
`timescale 1ns / 1ps
module d_ff_en_1s
(   input wire clk, rst,
    input wire en,
    input wire d,
    output reg q);
    always @(posedge clk, posedge rst) begin
        if(rst) 
            q <= 1'b0;
        else if (en)
            q <= d;
    end
endmodule
`timescale 1ns / 1ps
module register
(   input wire clk, rst,
    input wire en,
    input wire [7:0] d,
    output reg [7:0] q);
    genvar i;
    generate
        for(i = 0; i < 8; i = i + 1) begin : reg_loop
            d_ff_en_1s ff(.clk(clk), .rst(rst), .en(en), .d(d[i]), .q(q[i]));
        end
    endgenerate
endmodule
`timescale 1ns / 1ps
module register_file
#(parameter B = 8,   
            W = 2)   
(   input wire clk, rst,
    input wire wr_en,
    input wire [W-1:0] w_addr, r_addr,
    input wire [B-1:0] w_data,
    output wire [B-1:0] r_data);
    reg [B-1:0] array_reg [2**W-1:0];
    genvar i;
    generate
        for(i = 0; i < 2**W; i = i+1) begin : reg_file_lop
            register reg_inst(.clk(clk), .rst(rst), .en(wr_en & (w_addr == i)), .d(w_data), .q(array_reg[i]));
        end
    endgenerate
    assign r_data = array_reg[r_addr];
endmodule
==> results.txt <==
Flow results are below.

- The cell with the biggest individual delay on the critical path is mux4_2, for reference.
- Entering global routing, the biggest net connects 33 pins.
- The filler cell count is 312, for reference.
- The critical path endpoint has a required time of 1.20 ns.
- The timing report gives the biggest stage delay along the critical path as 0.46 ns.
- The first global-routing pass estimated 4084 um of wire.
- The synthesis warning total is 7, for reference.
- The finished layout holds 168 standard cells, fillers aside.
- Input and output buffers added on the ports amount to 22.
- The number of global-route vias before repair came to 792.
- The time the final worst path needs with I/O delays and setup is 1.601 ns, for reference.
- The post-DP HPWL is 1868 um, for reference.
- Leaving out buffers and inverters, the combinational logic in the layout accounts for 591.8 um^2.
- Counting flops and latches in the post-synthesis netlist gives 32.
- The area overhead of the layout relative to synthesis is 30.72%, for reference.
- The post-placement cell area is 1817 um^2, for reference.
- The cell depth of the worst flop-to-flop path is 2, for reference.
- Per the CTS log, the root buffer master is clkbuf_4.
- The share of Yosys cell area claimed by the top area cell type is 56.99%, for reference.
- The average vias per placed instance is 4.863, for reference.
- The largest registers in the layout are reg_file_lop.reg_inst.reg_loop.ff.q x32.
- The maximum fanout count along the critical path is 2, for reference.
- The clock slew seen by the registers of the worst setup and hold paths is 0.09 ns, for reference.
- reg_file_lop.reg_inst.reg_loop.ff.q holds more flip-flops than any other register.
- The final global-route overflow total is 0, for reference.
- For reference, the final report shows the hold violation count at 0.
- The final timing report counts setup violations totalling 8.
- After its last routability iteration, the placer logged a weighted congestion of 0.7213.
- The count of pins on the block boundary is 23, for reference.
- The highest achievable clock rate is 0.6244 GHz, for reference.
- In the setup report, the worst path falls into the class reg -> out.
- The number of antenna violations at the first check in global routing is 0, for reference.
- Registers take 800.8 um^2.
- Before any placement, the netlist area is recorded as 1405 um^2.
- Across the run, the number of max-cap violations was 0.
- The instance tally after logic synthesis is 79, for reference.
- The leading register cell type out of synthesis is dfrtp_1, for reference.
- The number of buffers created by CTS is 5, for reference.
- The type of element launching the critical path is a flip-flop, for reference.
- The number of remaining DRC errors is 0, for reference.
- The floorplan step set the die height to 61.27 um.
- For the completed layout, the total cell area is recorded as 1837 um^2.
- Each instance of the synthesized netlist takes up on average 17.79 um^2.
- The static leakage power is 0.7941 nW, for reference.
- The TritonCTS clock tree is built, for reference.
- After synthesis, the chip area reported by Yosys is 1405 um^2.
- The width of the chip is 61.27 um, for reference.
- The number of synthesized flops with an enable pin is 0, for reference.
- After detailed routing, the total wire length is 2605 um.
- Sorting the synthesized cells by area gives the leading types as dfrtp_1, mux2_2, mux4_2, nand3b_2, nor3b_4.
- For flop-to-flop paths, the worst setup slack is 0.64 ns.
- The initial cell density of the core is 41.78%, for reference.
- The number of sinks on the clock net is 32, for reference.
- Clock skew on the completed layout was measured at 0 ns.
- The number of warnings the tools reported is 27, for reference.
- The via total after detailed routing is 817, for reference.
- The synthesis report gives the async set-or-reset register share as 100.0%.
- The share of synthesized area occupied by flip-flops and latches is 56.99%, for reference.
- The data arrival time of the critical path is 1.30 ns, for reference.
- Global routing used 16.67% of the available tracks across all layers.
- The later-pin clock latency in the skew report is 0.33 ns, for reference.
- In this run the critical register-to-register path is launched from reg_file_lop[3].reg_inst.reg_loop[7].ff.q$_DFFE_PP0P_.
- The checks that failed: setup timing.
- The first-pass iteration count of the detailed router is 4, for reference.
- The class of the worst hold path is in -> async, for reference.
- The number of DRC violations after detailed-routing iteration 0 is 8, for reference.
- The sort of element at the end of the critical path is a primary output, for reference.
- Looking at the max-slew report, the worst-margin pin has a slew of 0.2373 ns.
- Per the OpenROAD floorplan log, the area of the die is 3754 um^2.
- The maximum number of buffers from clock root to sink is 2, for reference.
- Cells with a size suffix above 1 make up 60.66% of the layout.
- The count of final max-slew check failures is 0, for reference.
- The H-tree generated during clock tree synthesis spans 2 levels.
- The max-slew check reports its worst relative slack as 84.13%.
- The total number of placement rows is 21, for reference.
- Setup repair after global routing could not meet its margin everywhere.
- The commonest cells after synthesis are dfrtp_1, mux2_2, mux4_2.
- After layout, the worst setup slack is -0.1015 ns.
- The peak supply drop is 566.5 uV, for reference.
- The routed length per instance is 15.51 um, for reference.
- The register with the most flip-flops in the layout has 32 of them.
- For the worst reg-to-reg path, the endpoint reported by OpenROAD is reg_file_lop[3].reg_inst.reg_loop[7].ff.q$_DFFE_PP0P_.
- The total core area is 3363 um^2, for reference.
- OpenROAD reports that the post-layout worst path occupies 106.8% of the period.
- The biggest area consumer among synthesized cells is dfrtp_1, for reference.
- The cell total in the yosys stat output is 79, for reference.
- Nets still carrying antenna violations after routing amount to 0.
- The power per standard cell area is 1100 nW/um^2, for reference.
- The cell sequence reported for the critical path is mux4_2 -> buf_2.
- The placed instance count is 159, for reference.
- The number of diodes added for antenna fixing is 0, for reference.
- The run finished, with violations left.
- Per the synthesis report, the number of distinct cell types is 9.
==> final cells by class <==
cell class	instances	area share (%)
clock buffer	8	3.202
sequential	32	43.60
inverter	1	0.2044
timing repair buffer	37	17.64
tap	46	3.134
multi-input combinational	44	32.22
==> logic make-up after synthesis <==
logic type    share of synthesized area, %
flops                                56.99
buf+inv                             0.8896
mux                                  38.47
simple gates                         3.651
==> worst max path at each step <==
stage | startpoint | end | slack (ns) | depth (start not counted)
CTS | reg_file_lop[3].reg_inst.reg_loop[3].ff.q$_DFFE_PP0P_ | r_data[3] | -0.13 | 2
global route | reg_file_lop[3].reg_inst.reg_loop[3].ff.q$_DFFE_PP0P_ | r_data[3] | -0.18 | 2
finish | reg_file_lop[0].reg_inst.reg_loop[0].ff.q$_DFFE_PP0P_ | r_data[0] | -0.10 | 2
==> report_power, final <==
group	internal, mW	switching, mW	total, mW
clock	0.231	0.269	0.500
sequential	1.02	0.0709	1.10
combinational	0.304	0.121	0.425
==> cells in the final DEF, fill, tap and decap left out, types with 2 or more instances in the layout <==
master,instances
buf_12,3
buf_2,8
buf_4,12
clkbuf_1,2
clkbuf_4,5
clkdlybuf4s50_1,12
dfrtp_1,32
mux2_2,32
mux4_2,8
nand3b_2,2
==> metal layers <==
metal	vias up	track usage [%]	part of all wire (%)
met3	5	4.681	4.5
met5	-	0	0
li1	385	-	-
met2	18	25.16	49
met4	0	2.273	1.8
met1	409	26.54	45
==> through the flow <==
| stage | setup slack (ns) | utilization (%) | hold slack (ns) | power [mW] | setup TNS, ns |
|---|---|---|---|---|---|
| after global routing | -0.1783 | 54.61 | 0.3180 | 2.153 | -1.254 |
| after global placement | -0.6901 | 54.02 | 0.4829 | 1.582 | -10.98 |
| after floorplan | 0.1832 | - | 0.4162 | 1.352 | 0 |
| final | -0.1015 | 54.61 | 0.2991 | 2.021 | -0.6828 |
| after detailed placement | -0.6961 | 54.02 | 0.4883 | 1.597 | -11.21 |
| after CTS | -0.1287 | 54.76 | 0.2955 | 2.061 | -0.8591 |
==> worst max-delay path: cells and delay by family (launching register included) <==
family                 cells  cell delay [ns]
buffers and inverters      1             0.13
flip-flops                 1             0.39
multiplexers               1             0.46
==> what timing repair did <==
item / in CTS / in global routing
setup buffers: 1 / 0
resized: 27 / 1
endpoints found under the setup margin: 8 / 8
hold buffers: 0 / 0
endpoints found under the hold margin: 0 / 0
cloned: 0 / 0
Power and IR drop assume default switching activity.
