==> /design/flow/design.v <==
`timescale 1ns / 1ps
module div #(parameter W = 8, CBIT = 4)
(   input wire clk, rst,
    input wire start,
    input wire [W-1:0] dvsr, dvnd,
    output reg ready, done_tick,
    output wire [W-1:0] quo, rmd);
    localparam [1:0] idle   = 2'b00,
                     op     = 2'b01,
                     last   = 2'b10,
                     done   = 2'b11;
    reg [1:0] state_reg, state_next;
    reg [W-1:0] rh_reg, rh_next, rl_reg, rl_next, rh_tmp;
    reg [W-1:0] d_reg, d_next;
    reg [CBIT-1:0] n_reg, n_next;
    reg q_bit;
    always @(posedge clk, posedge rst) begin
        state_reg <= state_next;
        if(rst) begin
            state_reg <= idle;
        end
    end
    always @(posedge clk, posedge rst) begin
        rh_reg <= rh_next;
        if(rst) begin
            rh_reg <= {W{1'b0}};
        end
    end
    always @(posedge clk, posedge rst) begin
        rl_reg <= rl_next;
        if(rst) begin
            rl_reg <= {W{1'b0}};
        end
    end
    always @(posedge clk, posedge rst) begin
        d_reg <= d_next;
        if(rst) begin
            d_reg <= {W{1'b0}};
        end
    end
    always @(posedge clk, posedge rst) begin
        n_reg <= n_next;
        if(rst) begin
            n_reg <= {CBIT{1'b0}};
        end
    end
    always @* begin
        state_next = state_reg;
        rh_next = rh_reg;
        rl_next = rl_reg;
        d_next = d_reg;
        n_next = n_next;
        ready = 1'b0;
        done_tick = 1'b0;
        case(state_reg)
            idle:
                begin
                    ready = 1'b1;
                    if (start) begin
                        rh_next = {W{1'b0}};
                        rl_next = dvnd;
                        d_next = dvsr;
                        n_next = CBIT;
                        state_next = op;
                    end
                end
            op:
                begin
                    rl_next = {rl_reg[W-2:0], q_bit};
                    rh_next = {rh_reg[W-2:0], rl_reg[W-1]};
                    n_next = n_reg - 1'b1;
                    if (n_next == 1)
                        state_next = last;
                end
            last:
                begin
                    rl_next = {rl_reg[W-2:0], q_bit};
                    rh_next = rh_tmp;
                    state_next = done;
                end
            done:
                begin
                    done_tick = 1'b1;
                    state_next = idle;
                end
            default: state_next = idle;
        endcase
    end
    always @* begin
        if(rh_reg >= d_reg)
            begin
                rh_tmp = rh_reg - d_reg;
                q_bit = 1'b1;
            end
        else 
            begin
                rh_tmp = rh_reg;
                q_bit = 1'b0;
            end
    end
    assign quo = rl_reg;
    assign rmd = rh_reg;
endmodule
==> /design/flow/constraint.sdc <==
current_design div

set clk_period 6.0
set clk_io_pct 0.2

create_clock -name clk0 -period $clk_period [get_ports {clk}]

set non_clock_inputs [all_inputs -no_clocks]
set_input_delay [expr $clk_period * $clk_io_pct] -clock clk0 $non_clock_inputs
set_output_delay [expr $clk_period * $clk_io_pct] -clock clk0 [all_outputs]
==> /design/flow/config.mk <==
export PLATFORM = sky130hd
export DESIGN_NAME = div
export DESIGN_NICKNAME = div
export VERILOG_FILES = /design/flow/design.v
export SDC_FILE = /design/flow/constraint.sdc
export NUM_CORES = 4
export LEC_CHECK = 1
export CORE_AREA = 10 10 112 112
export DIE_AREA = 0 0 122 122
==> /design/flow/run.sh <==
#!/bin/bash
# OpenROAD 26Q1-2900-gdf79404cd8, Yosys 0.63+post, stock flow scripts
make -C /OpenROAD-flow-scripts/flow DESIGN_CONFIG=/design/flow/config.mk WORK_HOME=/design/flow/orfs finish
==> flow_summary.toml <==
# physical design summary
[pwr]
peakVddDrop_v = 0.0000646
p_switching_mw = 0.101
p_total_mw = 0.439
p_seq_share_pct = 51.2
swShare_pct = 22.9
comb_power_share_pct = 9.5
powerDensity_nw_per_um2 = 178
p_int_mw = 0.338
p_clk_share_pct = 39.4
p_leak_nw = 1.13

[grt]
antenna_found_initial = 0
grt_pass1_wl_mm = 7.41
grt_pass1_vias = 1471
grtUsageTotal_pct = 6.07
gr-total-overflow = 0
grt_max_degree = 33

[detailed_routing]
finalWirelength_mm = 4.53
vias_per_cell = 4.02
wl_per_cell_um = 12.5
drtIter0Drc = 79
antenna_cells = 0
route.detailed.drc = 0
ant_nets = 0
dr.pass1.iters = 3
vias = 1461

[logic_synthesis]
syn_inst = 187
edf_count = 0
most_common_cell = "dfrtp_1"
aoi_share_pct = 17.2
topCombFamilyByArea = "AND-OR/OR-AND gates"
synth-seq-cells = 36
xor_share_pct = 2.35
synth_area_per_cell_um2 = 9.95
async_reset_ff_share_pct = 88.9
synthAdderAreaFrac_pct = 7.80
common_cells = "dfrtp_1 (31), nand2_1 (18), nor2_1 (17)"
largest_area_cell = "dfrtp_1"
simple_gate_share_pct = 11.3
yosys_warnings = 1
mappedNetlistArea_um2 = 1860
ys_cells = 187
synth.top_cell.area_share_pct = 41.7
yosysUniqueCellTypes = 39
mux_area_share_pct = 10.4
yosysChipArea_um2 = 1860
synth.area.top_cells = "dfrtp_1 (42%), ha_1 (6.7%), mux2_2 (6.1%), mux2i_1 (4.3%), o21ai_0 (3.8%)"
ff_type = "dfrtp_1"

[worst_setup_path]
startpoint_type = "input pin"
slowest_delay_ns = 0.53
crit_path_frequent_cell = "inv_1"
crit_slowest_cell = "a21oi_2"
path_cells = "clkdlybuf4s50_1 > inv_1 > a21oi_2 > inv_1 > nor2_2 > mux2_2"
path_class = "input pin to flop"
cp_max_fo = 17
crit_buf_inv = 3
cp.required_ns = 6.17
crit_family = "buffers and inverters"
cp.arrival_ns = 3.45
r2r_slack_ns = 3.49
cp-end-kind = "flop"

[clocking]
cts_buffers = 5
cts_resized = 0
cts_tree = "built"
h-tree-depth = 2
clk_pin_slew_ns = 0.07
cts_setup_buffers = 0
root_buffer = "clkbuf_8"
clk_latency_ns = 0.28
clock_path_buffers = 2
cts_hold_buf = 0

[sta]
skew_ns = 0.00923
period_minus_slack_ns = 3.27
slew_headroom_pct = 55.2
setup_viol = 0
clock.fmax_mhz = 305
finalHoldViolCount = 0
untimed_endpoints = 8
fin_tns_setup_ns = 0
rsz0062_at_grt = "false"
slew_violations = 0
tightest_slew_ns = 0.673
period_used_pct = 54.6
unclocked_regs = 4

[place]
hpwl_mm = 3.40
port-buffer-count = 36
place_congestion = 0.849

[run]
cap_violations = 0
log.warning_count = 26

[floorplanning]
rows = 37
die_y_um = 122
coreArea_um2 = 10200
io_pins = 37
die_w_um = 122
fp_util_pct = 18.2
die_area_um2 = 14900

[layout]
n_fill_cell = 1082
area_growth_pct = 32.8
drive_gt1_share_pct = 11.9

[outcome]
status = "finished clean"

[hold_path]
min-delay-path-class = "flop to flop"
==> through the flow <==
step / hold WS, ns / util, % / setup slack, ns / instance area [um2] / instances
after global placement: 0.529 / 23.2 / 2.49 / 2380 / 355
after detailed placement: 0.534 / 23.2 / 2.41 / 2380 / 355
final: 0.545 / 24.1 / 2.73 / 2470 / 363
after global routing: 0.570 / 24.1 / 2.52 / 2470 / 363
after CTS: 0.552 / 24.1 / 2.70 / 2470 / 363
after floorplan: 0.349 / - / 3.63 / 1860 / 187
==> final timing paths <==
kind | startpoint | endpoint | cells past startpoint
setup / recovery | start | d_reg[0] | 6
min in group asynchronous | rst | state_reg[2] | 3
max in group asynchronous | rst | state_reg[0] | 3
hold / removal | d_reg[5] | d_reg[5] | 2
setup reg to reg | rh_reg[0] | rh_reg[5] | 8
hold reg to reg | d_reg[5] | d_reg[5] | 2
==> worst register-to-register path: cells and delay by family (launching register included) <==
kind	cells	cell delay [ns]
fa+ha+maj	2	0.63
compound gates	3	0.72
mux	1	0.38
simple gates	1	0.17
buf+inv	1	0.08
flops	1	0.39
==> power groups by stage <==
| stage | Clock [mW] | Sequential, mW | Combinational [mW] |
|---|---|---|---|
| CTS | 0.178 | 0.225 | 0.0426 |
| global route | 0.187 | 0.225 | 0.0469 |
| finish | 0.173 | 0.225 | 0.0416 |
==> area by class of cell <==
type / instances / area [um2] / share of cell area [%]
Multi-Input combinational cell: 129 / 912 / 36.9
Sequential cell: 36 / 862 / 34.9
Timing Repair Buffer: 37 / 368 / 14.9
Tap cell: 136 / 170 / 6.89
Clock buffer: 7 / 86.3 / 3.50
Inverter: 17 / 63.8 / 2.58
Clock inverter: 1 / 7.51 / 0.304
==> cells by family (layout without fill, tap and decap cells) <==
kind of cell               count (synthesis)  after routing
latches                                    4              4
muxes                                     18             18
AOI/OAI and AO/OA                         47             47
xor gates and xnor gates                   5              5
DFF                                       32             32
buffers and inverters                     22             62
adders and majority gates                 11             11
and+or+nand+nor                           48             48
==> routing by layer <==
layer  vias to the layer above  GRT usage, %  wire [um]
met1                       696          8.80       2180
met2                        30          8.78       1960
met4                         0         0.596         35
met3                         5          2.25        353
met5                         -             0          0
li1                        730             -          -
==> cells in the final DEF, fill, tap and decap left out, types with 3 or more instances in the layout <==
cell type	n
a21o_1	4
a21oi_1	12
clkbuf_8	6
clkdlybuf4s50_1	36
dfrtp_1	31
dlxtn_1	4
ha_1	10
inv_1	16
mux2_2	10
mux2i_1	8
nand2_1	18
nand4_1	4
nor2_1	17
o21ai_0	14
xnor2_1	3
Power and IR drop assume default switching activity.
