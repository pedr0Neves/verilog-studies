==> /design/flow/design.v <==
`timescale 1ns / 1ps
module fib(
    input wire clk, rst,
    input wire start,
    input wire [4:0] i,
    output reg ready, done_tick,
    output wire [19:0] f);
    localparam [1:0] idle   = 2'b00,
                     op     = 2'b01,
                     done   = 2'b10;
    localparam N = 20;
    reg [4:0] n_reg, n_next;
    reg [N-1:0] t0_reg, t0_next, t1_reg, t1_next;
    reg [1:0] state_next, state_reg;
    always @(posedge clk, posedge rst) begin
        state_reg <= state_next;
        if(rst) begin
            state_reg <= idle;
        end
    end
    always @(posedge clk, posedge rst) begin
        t0_reg <= t0_next;
        if(rst) begin
            t0_reg <= {N{1'b0}};
        end
    end
    always @(posedge clk, posedge rst) begin
        t1_reg <= t1_next;
        if(rst) begin
            t1_reg <= {N{1'b0}};
        end
    end
    always @(posedge clk, posedge rst) begin
        n_reg <= n_next;
        if(rst) begin
            n_reg <= 5'b00000;
        end
    end
    always @* begin
        state_next = state_reg;
        t0_next = t0_reg;
        t1_next = t1_reg;
        n_next = n_reg;
        done_tick = 1'b0;
        ready = 1'b0;
        case(state_reg)
            idle: 
                begin
                    ready = 1'b1;
                    if(start) begin
                        t0_next = 0;
                        t1_next = 20'd1;
                        n_next  = i;
                        state_next = op;
                    end
                end
            op: 
                begin
                    if(n_reg==0) begin
                        state_next = done;
                        t1_next = 0;
                    end else if (n_reg==1) begin
                        state_next = done;
                    end else begin
                        t1_next = t1_reg + t0_reg;
                        t0_next = t1_reg;
                        n_next = n_reg - 1'b1;
                    end
                end
            done: 
                begin
                    done_tick = 1'b1;
                    state_next = idle;
                end
            default: state_next = idle;
        endcase
    end
    assign f = t1_reg;
endmodule
==> /design/flow/run.sh <==
#!/bin/bash
# OpenROAD 26Q1-2900-gdf79404cd8, Yosys 0.63+post, stock flow scripts
make -C /OpenROAD-flow-scripts/flow DESIGN_CONFIG=/design/flow/config.mk WORK_HOME=/design/flow/orfs finish
==> /design/flow/config.mk <==
export PLATFORM = sky130hd
export DESIGN_NAME = fib
export DESIGN_NICKNAME = fib
export VERILOG_FILES = /design/flow/design.v
export SDC_FILE = /design/flow/constraint.sdc
export NUM_CORES = 4
export LEC_CHECK = 1
export CORE_UTILIZATION = 50
==> /design/flow/constraint.sdc <==
current_design fib

set clk_period 13.4
set clk_io_pct 0.2

create_clock -name clk0 -period $clk_period [get_ports {clk}]

set non_clock_inputs [all_inputs -no_clocks]
set_input_delay [expr $clk_period * $clk_io_pct] -clock clk0 $non_clock_inputs
set_output_delay [expr $clk_period * $clk_io_pct] -clock clk0 [all_outputs]
==> reports/metrics.csv <==
stage;metric;value;unit
cells_and_area;most used logic cell in the final layout;nand2_1;
synthesis;synth top area cells;dfrtp_1, nand2_1, ha_1;
route;DRT iter0 DRCs;146;
worst_setup_path;slowest stage delay, CP;0.47;ns
synthesis;post-synthesis cell area;3020;um2
timing;setup_tns;0;ns
worst_setup_path;crit path cell chain;clkdlybuf4s50_1 -> nand2b_1 -> o21a_1 -> o21a_1 -> buf_4 -> nand3_1 -> o21ai_1 -> a21oi_1;
synthesis;ys cells;351;
global_route;Tot GR Track Use;23.8;%
synthesis;Synth Seq Share;39.8;%
cts;clk root buf;clkbuf_8;
cells_and_area;Final Cell Area;3470;um2
timing;final worst slack;8.99;ns
timing;cycle use final;32.9;%
cts;H-tree lvl count;2;
synthesis;Syn Inst Count;351;
worst_setup_path;worst r2r dst;t1_reg[14]$_DFFE_PP0P_;
timing;Worst Clk Skew;0.00695;ns
cts;post-CTS sizing;0;
hold_path;Hold Startpoint;state_reg[1]$_DFF_PP0_;
timing;Setup violations, final;0;
synthesis;Yosys chip area;3020;um2
global_route;global-route wire length before repair;11500;um
worst_setup_path;CP Max Fanout;14;
route;Via density;5.70;
synthesis;library cells used by synthesis;52;
cts;Sink Count;48;
global_route;largest net degree at the start of global routing;49;
flow_run;OpenROAD warning count;28;
cts;clock transition at the registers of the reported paths;0.09;ns
worst_setup_path;crit path DAT;4.58;ns
die;die height;79.7;um
route;DRT Wirelength;6640;um
die;row count;27;
cells_and_area;final non-filler cell total;451;
route;drt first pass iters;4;
worst_setup_path;CP Data Required Time;13.57;ns
worst_setup_path;critical path class;input pin to flip-flop;
global_route;vias in the first global route;2391;
placement;gpl congestion;0.840;
die;area of the core;5680;um2
pwr;leak pwr;1.61;nW
cts;clock buffer depth;2;
timing;fmax;227;MHz
synthesis;Post-synth regs;48;
timing;Final Hold Violation Tally;0;
route;DR WL/cell;14.7;um
route;DR vias;2570;
pwr;pwr/cell area;251;nW/um2
worst_setup_path;CP Capture Type;flip-flop;
global_route;antenna violations before repair;0;
placement;Placed Instance Area;3380;um2
status;outcome;completed;
timing;RSZ-0062 raised after global routing;no;
timing;hold_ws;0.479;ns
worst_setup_path;CP Launch Type;input pin;
placement;port bufs;29;
cts;post-CTS setup buffers;0;
timing;minimum clock period;4.41;ns
timing;Worst Tran Pin Value;0.969;ns
worst_setup_path;Worst R2R Setup Slack;10.88;ns
worst_setup_path;CP max-delay cell;clkdlybuf4s50_1;
hold_path;Worst Hold Endpoint;state_reg[0]$_DFF_PP1_;
synthesis;Avg Inst Size Synth;8.61;um2
hold_path;HP Class;flip-flop to flip-flop;
synthesis;Post-synth EDFFs;0;
placement;pre-CTS setup slack;8.70;ns
global_route;total gr overflow;0;
cells_and_area;most numerous logic cells after layout;nand2_1, dfrtp_1, nand3_1;
route;DRC errors left;0;
cells_and_area;fraction of layout cells with a size suffix above 1;6.33;%
synthesis;predominant post-synthesis flop cell;dfrtp_1;
route;diode count;0;
die;Ports;30;
route;Detail Route Antenna Nets;0;
placement;post-DP HPWL;4720;um
timing;Final Max Slew Viols;0;
cts;cts hold-fix bufs;0;
flow_run;max-cap violation count;0;
placement;Placed Instances;443;
worst_setup_path;r2r startpoint;t1_reg[0]$_DFFE_PP0P_;
worst_setup_path;R2R cell count;8;
synthesis;asr flop ratio synth;100;%
die;chip area;6360;um2
die;Die W;79.7;um
cts;Num CTS Buffers;5;
synthesis;area share, top type;38.9;%
synthesis;Ys Warns;1;
cells_and_area;P&R area growth vs syn;14.9;%
pwr;worst vdd ir;0.000126;V
cts;clk latency late pin;0.30;ns
worst_setup_path;most used cell, CP;o21a_1;
synthesis;Yosys top cell by area;dfrtp_1;
cells_and_area;core occupancy in the finished layout;61.2;%
pwr;Design Power;0.871;mW
cts;CTS tree;yes;
hold_path;worst hold path depth;1;
die;Initial Util;53.2;%
timing;Worst slew margin;35.0;%
synth_stat cells (2+ instances only):
| master | number |
|---|---|
| a21o_1 | 5 |
| clkbuf_1 | 6 |
| mux2i_1 | 4 |
| inv_1 | 7 |
| nand2b_1 | 5 |
| and3_1 | 3 |
| o21ai_0 | 9 |
| buf_2 | 7 |
| nand2_1 | 77 |
| a211oi_1 | 2 |
| o21bai_1 | 2 |
| nand4_1 | 6 |
| nor3b_1 | 2 |
| buf_1 | 2 |
| nor2b_1 | 4 |
| o31ai_1 | 6 |
| and4_1 | 2 |
| o211ai_2 | 2 |
| ha_1 | 22 |
| a21oi_1 | 22 |
| o21ai_1 | 19 |
| a31oi_1 | 3 |
| nor3_1 | 4 |
| nor2_1 | 17 |
| dfrtp_1 | 47 |
| o22ai_1 | 3 |
| o21a_1 | 2 |
| xnor2_1 | 5 |
| nand3_1 | 30 |
| xor2_1 | 4 |
worst max-delay path by stage:
| stage | to | start | depth (start not counted) |
|---|---|---|---|
| finish | n_reg[2]$_DFFE_PP0P_ | start | 8 |
| global route | n_reg[2]$_DFFE_PP0P_ | start | 8 |
| CTS | n_reg[2]$_DFFE_PP0P_ | start | 8 |
logic make-up (layout without fill, tap and decap cells):
family	after synthesis	in the layout	share of synthesized area (%)
XOR/XNOR	9	9	2.61
buffers and inverters	22	50	3.02
flip-flops	48	48	39.8
multiplexers	4	4	1.33
AND/OR/NAND/NOR	157	157	24.1
adder cells (fa/ha/maj)	23	23	9.77
AND-OR/OR-AND	88	88	19.3
report_power, final:
group	internal [mW]	total, mW	switching [mW]
Combinational	0.225	0.522	0.297
Sequential	0.207	0.259	0.0518
Clock	0.0422	0.0893	0.0471
worst max-delay path: cells and delay by family:
kind	cells	cell delay [ns]
buf+inv	2	0.78
compound gates	4	0.86
simple gates	2	0.26
per-layer routing:
layer / part of all wire [%] / vias up / global-route usage (%)
met4: 0.38 / 0 / 1.43
met2: 42 / 50 / 34.2
met5: 0 / - / 0
met1: 53 / 1210 / 41.5
met3: 4.6 / 2 / 2.90
li1: - / 1308 / -
cell type report:
class,count,area [um2]
clock buffer,8,90.1
timing repair buffer,35,335
tap,72,90.1
sequential,48,1200
inverter,7,26.3
multi-input combinational,281,1730
fill,528,2200
No activity file was given, so power comes from the tool's default toggle rates.
